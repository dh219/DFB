## design.v

```verilog
`timescale 1ns / 1ps
module ARBDFB1 (
	input DISABLED,
	input CLOCK,
	input _RST,
	input _XAS,
	input _XBG,
	inout _XBR,
	inout _XBGK,
	input _AS,
	input _BG,
	output _BR,
	output _BGK,
	output _HLT,
	output _XHALT,
	output HIGHZ,
	output [3:0] STATE
);
parameter START = 4'd0;
parameter REQ = 4'd1;
parameter ACCEPT = 4'd2;
parameter HELD = 4'd3;
parameter REL = 4'd4;
reg [3:0] state = 4'd0;
reg [3:0] nextstate = 4'd0;
reg xbr = 1'bz;
reg xbgk = 1'bz;
reg br = 1'bz;
reg bgk = 1'bz;
always @( posedge CLOCK  ) begin
	if( _RST & DISABLED ) begin
		case(state)
		START: begin	
			if( _XBGK && _XBR && _XAS ) begin
				nextstate <= REQ;
			end
			else begin
				nextstate <= state;
			end
		end
		REQ: begin
			if( ~_XBGK ) begin
				nextstate <= START;
			end
			else if( ~_XBG && _XAS ) begin
				nextstate <= ACCEPT;
			end
			else begin
				nextstate <= state;
			end
		end
		ACCEPT: begin
			nextstate <= HELD;
		end
		HELD: begin
			if( ~_XBR && ~_BG && _AS ) begin
				nextstate <= REL;		
			end
			else begin
				nextstate <= state;
			end
		end
		REL: begin
			if( _XBGK && _XAS && _XBR && _XBG ) begin
				nextstate <= START;		
			end
			else begin
				nextstate <= state;
			end
		end
		default: begin
			nextstate <= REL;
		end
		endcase
	end
	else begin
			nextstate <= START;
	end
	state <= nextstate;
end
always @(state) begin
	case(state)
		REQ: begin	
			xbr <= 1'b0;
			xbgk <= 1'bz;
			br <= 1'b1;
			bgk <= 1'b0;
		end
		ACCEPT: begin
			xbr <= 1'b0;
			xbgk <= 1'b0;
			br <= 1'b1;
			bgk <= 1'b0;
		end
		HELD: begin
			xbr <= 1'bz;
			xbgk <= 1'b0;
			br <= _XBR;
			bgk <= 1'b1;
		end
		REL: begin
			xbr <= 1'bz;
			xbgk <= 1'bz;
			br <= _XBR;
			bgk <= 1'b0;
		end
		default: begin
			xbr <= 1'bz;
			xbgk <= 1'bz;
			br <= 1'b1;
			bgk <= 1'b0;
		end
	endcase
end
assign _XBR = DISABLED && ~xbr ? 1'b0 : 1'bz;  
assign _XBGK = DISABLED && ~xbgk ? 1'b0 : 1'bz;   
assign _BR = DISABLED ? br : 1'b0;
assign _BGK = DISABLED ? bgk : 1'b0;
assign HIGHZ = state == HELD;
assign _HLT = _RST ? DISABLED : 1'b0;
assign _XHALT = _RST ? ~DISABLED : 1'bz;
assign STATE = state;
endmodule
```

## run.sh

```bash
#!/bin/bash
# OpenROAD 26Q1-2900-gdf79404cd8, Yosys 0.63+post, stock flow scripts
make -C /OpenROAD-flow-scripts/flow DESIGN_CONFIG=/design/flow/config.mk WORK_HOME=/design/flow/orfs finish
```

## config.mk

```make
export PLATFORM = sky130hd
export DESIGN_NAME = ARBDFB1
export DESIGN_NICKNAME = ARBDFB1
export VERILOG_FILES = /design/flow/design.v
export SDC_FILE = /design/flow/constraint.sdc
export NUM_CORES = 4
export LEC_CHECK = 1
export CORE_AREA = 10 10 70 70
export DIE_AREA = 0 0 80 80
```

## constraint.sdc

```tcl
current_design ARBDFB1

set clk_period 1.2
set clk_io_pct 0.2

create_clock -name clk0 -period $clk_period [get_ports {CLOCK}]

set non_clock_inputs [all_inputs -no_clocks]
set_input_delay [expr $clk_period * $clk_io_pct] -clock clk0 $non_clock_inputs
set_output_delay [expr $clk_period * $clk_io_pct] -clock clk0 [all_outputs]
```

==> ci_impl_report.md <==
## Synthesis and layout report

| Metric | Value |
|---|---|
| Outcome | `complete, but fails checks` |
| Failing checks | `negative setup slack` |
| CP Launch Point | `state[2]` |
| Syn Inst Count | `24` |
| RSZ-0062 raised after global routing | `yes` |
| Final Cycle Share | `119%` |
| Tmin final | `between 1000 and 1500 ps` |
| CTS Hold Bufs | `0` |
| First-pass detailed-route iteration total | `2` |
| Ports | `18` |
| Slowest library cell on the worst path | `and4bb_4` |
| WP depth | `4` |
| Total track usage | `around 2.4%` |
| Crit start category | `register` |
| Core box area | `3420 um2` |
| Most used logic cell in the final layout | `buf_4` |
| Pleak | `between 0.2 and 0.3 nW` |
| Ys cells | `24` |
| Non-filler cells, final | `between 100 and 150` |
| CP peak stage delay | `~330 ps` |
| N_diodes | `0` |
| Root Driver | `clkbuf_4` |
| Worst Path Required | `~960 ps` |
| WP buf/inv | `2` |
| Layout cells sized above 1 | `63.6%` |
| Cell Type Count | `14` |
| Clk_skew | `between 1.5 and 2 ps` |
| Hold Violations, Final | `0` |
| Setup-failing EPs final | `3` |
| Synth-to-Final Area Change | `116%` |
| CP most frequent cell | `buf_6` |
| Pwr per Cell Area | `869 nW/um2` |
| CP Max Fanout | `3` |
| H-tree Lvls | `1` |
| CP Data Arrival Time | `approximately 1200 ps` |
| Syn. warnings | `14` |
| WL final | `roughly 800 um` |
| Synth top area share | `a little under 60%` |
| Clock latency (worst-skew pair) | `between 200 and 250 ps` |
| Total die size | `between 6000 and 7000 um2` |
| Placed cells | `roughly 90` |
| Fmax | `about 0.7 GHz` |
| Worst r2r dst | `nextstate[0]` |
| Largest net degree at the start of global routing | `5` |
| VDD IR-drop max | `a little over 0.0002 V` |
| TritonCTS clock tree | `done` |
| WL per Instance | `roughly 8 um` |
| Hold_ws | `roughly 320 ps` |
| Remaining Overflow, GRT | `0` |
| End point of the critical path | `_BGK` |
| CTS clock-pin slew for the worst setup and hold paths | `~50 ps` |
| Tool warnings | `29` |
| First-pass GRT wire length | `1.30 mm` |
| Via count | `~280` |
| Synth Area per Inst | `about 12 um2` |
| Die width | `roughly 80 um` |
| CP endpoint kind | `output pin` |
| Die Span Y | `approximately 80 um` |
| Yosys chip area | `~280 um2` |
| Via-to-Cell Ratio | `about 2.8` |
| Worst min-delay path class | `register to register` |
| Clock buffer depth | `2` |
| Starting DRT DRC Count | `3` |
| Row Count | `21` |
| Synth area leader | `dfxtp_1` |
| Synth top area cells | `dfxtp_1 (58%), and4bb_2 (9.0%), and4bb_4 (5.9%)` |
| Final RePlAce weighted congestion | `~0.75` |
| Top cell family by delay on the critical path | `simple AND/OR/NAND/NOR gates` |
| Most common logic cells in the final layout | `buf_4 (11), buf_6 (5), dfxtp_1 (4), dfxtp_2 (4)` |
| Vias in the first global route | `278` |
| WS Path Type | `register to output pin` |
| Clock sink count | `8` |
| Max Slew Vio Count | `0` |
| DRC Markers | `0` |
| Reg2reg path depth | `5` |
| Critical R2R Launch | `state[0]` |
| Maxcap violations | `0` |
| Crit-path cells | `and4bb_4, buf_6, and2_4, buf_6` |
| Setup WS post-layout | `-225 ps` |
| Port bufs | `13` |
| R2r setup slk | `approximately 10 ps` |
| Initial Util | `between 8 and 9%` |
| Mapped cell area | `about 280 um2` |
| DP HPWL | `about 570 um` |
| ANT nets after route | `0` |
| Sequential area share after synthesis | `about 58%` |
| Registers, synthesis | `8` |
| CTS buffer count | `3` |
| Finished Core Util | `17.5%` |
| Initial antenna violation count | `0` |
[routing by layer]
layer	vias to the layer above	part of all wire, %	track usage (%)
li1	141	-	-
met1	122	45	3.00
met2	15	42	3.37
met3	2	11	1.14
met4	0	1.7	0.880
met5	-	0	0
[worst min path at each step]
stage / start / end / slack [ps] / depth (start not counted)
4_1_cts: nextstate[3] / state[3] / 320 / 0
5_1_grt: nextstate[2] / state[2] / 330 / 0
6_report: nextstate[3] / state[3] / 320 / 0
[power breakdown]
group | switching [mW] | leakage (nW) | total, mW | internal [mW]
registers | 0.00228 | 0.0670 | 0.276 | 0.274
logic | 0.0169 | 0.202 | 0.0544 | 0.0375
clock network | 0.0767 | 0.0138 | 0.190 | 0.113
[flip-flops by register name, summed over array words and instances (netlist names)]
signal,count
nextstate,4
state,4
[timing repair]
action	CTS	global route
buffers inserted	7	2
endpoints found under the setup margin	9	4
resized	31	6
pin swaps	3	2
[worst register-to-register path, stage by stage (launching register included)]
cell,delay [ps]
dfxtp_2,330
buf_4,130
buf_6,100
buf_4,120
and3b_1,180
and4bb_2,270
[cell families (layout without fill, tap and decap cells)]
| kind of cell | Yosys count | count (layout) | share of synthesized area [%] |
|---|---|---|---|
| other | 1 | 3 | 1.35 |
| buffers and inverters | 4 | 33 | 8.11 |
| AND/OR/NAND/NOR | 10 | 10 | 31.1 |
| flip-flops | 8 | 8 | 57.7 |
| AND-OR/OR-AND | 1 | 1 | 1.80 |
[stage by stage]
stage / TNS, ps / cell area [um2] / power [mW] / setup WS (ps)
4_1_cts: -657 / 582 / 0.537 / -232
3_5_place_dp: -1800 / 503 / 0.334 / -523
2_1_floorplan: 0 / 285 / 0.294 / 268
3_3_place_gp: -1760 / 503 / 0.334 / -494
6_report: -638 / 599 / 0.521 / -225
5_1_grt: -870 / 599 / 0.562 / -277
[cells in the mapped netlist]
cell type,instances
dfxtp_1,8
and4bb_2,2
buf_4,2
inv_1,2
a21oi_1,1
and2_1,1
and3b_1,1
and4bb_4,1
conb_1,1
nand2_1,1
nand4b_1,1
nor2_1,1
nor3_1,1
nor4b_1,1
[area by class of cell]
class,instances,area [um2]
Clock buffer,3,22.5
Fill cell,373,2820
Inverter,2,7.51
Multi-Input combinational cell,14,116
Sequential cell,8,165
Tap cell,46,57.6
Timing Repair Buffer,28,230
Power figures rest on the tool's default switching activity, not on a simulated workload.
